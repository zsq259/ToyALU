[flow/run.sh]
#!/bin/bash
# OpenROAD 26Q1-2900-gdf79404cd8, Yosys 0.63+post, stock flow scripts
make -C /OpenROAD-flow-scripts/flow DESIGN_CONFIG=/design/flow/config.mk WORK_HOME=/design/flow/orfs finish
[flow/config.mk]
export PLATFORM = sky130hd
export DESIGN_NAME = Add
export DESIGN_NICKNAME = Add
export VERILOG_FILES = /design/flow/design.v
export SDC_FILE = /design/flow/constraint.sdc
export NUM_CORES = 4
export LEC_CHECK = 1
export CORE_AREA = 10 10 113 113
export DIE_AREA = 0 0 123 123
[flow/constraint.sdc]
current_design Add

set clk_period 8.7
set clk_io_pct 0.2

create_clock -name clk0 -period $clk_period

set non_clock_inputs [all_inputs -no_clocks]
set_input_delay [expr $clk_period * $clk_io_pct] -clock clk0 $non_clock_inputs
set_output_delay [expr $clk_period * $clk_io_pct] -clock clk0 [all_outputs]
[flow/design.v]
module CarryLookaheadAdder(
        input wire[7:0] a,
        input wire[7:0] b,
        input wire c0,
        output wire[7:0] S,
        output wire carry
    );
    wire[7:0] c;
    wire[7:0] G = a & b;
    wire[7:0] P = a ^ b;
    assign c[0] = c0;
    assign S = P ^ c;
    assign c[1] = G[0] | (c[0] & P[0]);
    assign c[2] = G[1] | (P[1] & G[0]) | (c[0] & P[0] & P[1]);
    assign c[3] = G[2] | (P[2] & G[1]) | (P[2] & P[1] & G[0]) | (c[0] & P[0] & P[1] & P[2]);
    assign c[4] = G[3] | (P[3] & G[2]) | (P[3] & P[2] & G[1]) | (P[3] & P[2] & P[1] & G[0]) | (c[0] & P[0] & P[1] & P[2] & P[3]);
    assign c[5] = G[4] | (P[4] & G[3]) | (P[4] & P[3] & G[2]) | (P[4] & P[3] & P[2] & G[1]) | (P[4] & P[3] & P[2] & P[1] & G[0]) | (c[0] & P[0] & P[1] & P[2] & P[3] & P[4]);
    assign c[6] = G[5] | (P[5] & G[4]) | (P[5] & P[4] & G[3]) | (P[5] & P[4] & P[3] & G[2]) | (P[5] & P[4] & P[3] & P[2] & G[1]) | (P[5] & P[4] & P[3] & P[2] & P[1] & G[0]) | (c[0] & P[0] & P[1] & P[2] & P[3] & P[4] & P[5]);
    assign c[7] = G[6] | (P[6] & G[5]) | (P[6] & P[5] & G[4]) | (P[6] & P[5] & P[4] & G[3]) | (P[6] & P[5] & P[4] & P[3] & G[2]) | (P[6] & P[5] & P[4] & P[3] & P[2] & G[1]) | (P[6] & P[5] & P[4] & P[3] & P[2] & P[1] & G[0]) | (c[0] & P[0] & P[1] & P[2] & P[3] & P[4] & P[5] & P[6]);
    assign carry = G[7] | (P[7] & G[6]) | (P[7] & P[6] & G[5]) | (P[7] & P[6] & P[5] & G[4]) | (P[7] & P[6] & P[5] & P[4] & G[3]) | (P[7] & P[6] & P[5] & P[4] & P[3] & G[2]) | (P[7] & P[6] & P[5] & P[4] & P[3] & P[2] & G[1]) | (P[7] & P[6] & P[5] & P[4] & P[3] & P[2] & P[1] & G[0]) | (c[0] & P[0] & P[1] & P[2] & P[3] & P[4] & P[5] & P[6] & P[7]);
endmodule
module adder(
        input wire[31:0] a,
        input wire[31:0] b,
        input wire c0,
        output wire[31:0] S,
        output wire carry
    );    
    wire[3:1] c;    
    CarryLookaheadAdder subAdder0(a[7:0], b[7:0], c0, S[7:0], c[1]);
    CarryLookaheadAdder subAdder1(a[15:8], b[15:8], c[1], S[15:8], c[2]);
    CarryLookaheadAdder subAdder2(a[23:16], b[23:16], c[2], S[23:16], c[3]);
    CarryLookaheadAdder subAdder3(a[31:24], b[31:24], c[3], S[31:24], carry);
endmodule
module Add(
        input wire[31:0] a,
        input wire[31:0] b,
        output reg[31:0] sum
    );
    wire zero = 0;    
    wire[31:0] ret;
    adder adder(a, b, zero, ret, null);
    always @* begin
        sum <= ret;
    end
endmodule
==> deck_impl_summary.md <==
Implementation Results

Logic synthesis
  • Synth warnings: 2
  • Area leader share: 35.9%
  • Synth cell count leaders: ha_1 (34), nor2_1 (19), xnor2_1 (12)
  • Cell count in the Yosys report: 146
  • Largest area contributor in the netlist: ha_1
  • Cell variety after synth: 30
  • Post-synthesis sequential area ratio: 0%
  • Avg Cell Area, Syn: 8.12 um2
  • Yosys chip area: 1180 um2
  • Mapped Area: about 1200 um2
  • Cell area leaders: ha_1 (36%), xnor2_1 (8.9%), fa_1 (6.8%)
  • Most common cell in the netlist: ha_1
  • Cell count after synthesis: 146

Global routing
  • GRT Resource Usage Total: 5.62%
  • Largest net degree at the start of global routing: 5
  • Initial antenna violation count: 0
  • Total grt overflow: 0
  • First-pass GRT wire length: ~7000 um
  • Vias in the first global route: between 1500 and 2000

Critical path
  • Startpoint Class: input port
  • Critical path fanouts, max: 3
  • Worst path slowest cell: clkdlybuf4s50_1
  • CP Data Arrival Time: 6.46 ns
  • Critical Path, Cell by Cell: clkdlybuf4s50_1 -> ha_1 -> a21oi_2 -> o211ai_1 -> o31a_1 -> a21o_1 -> ha_1 -> o211ai_1 -> a21oi_2 -> nor4_4 -> o21bai_2 -> ha_2 -> o21a_1 -> o221a_4 -> o41ai_4 -> o21bai_1 -> ha_2 -> o211ai_1 -> buf_4 -> a21boi_1 -> nor2_1 -> clkdlybuf4s50_1
  • CP required: 6.96 ns
  • Max incr delay on CP: 0.48 ns
  • Worst Setup End Kind: primary output
  • WS Path Type: input port to primary output
  • CP most frequent cell: o211ai_1

Timing
  • Fin crit period: between 8 and 9 ns
  • Unrepaired setup endpoints after global routing: false
  • Final setup vio count: 0
  • Final slew viol count: 0
  • Achievable frequency: 0.122 GHz
  • Worst-margin pin slew: 0.319 ns
  • Slew margin rel.: 78.6%
  • Hold slack: 4.33 ns
  • Cycle use final: 94.2%
  • Final hold vios: 0

Status
  • Run status: finished, final reports clean

Layout
  • Share of post-route cells with drive strength above 1: 10.5%
  • P&R area growth vs syn: 109%
  • Number of clock buffers in the layout: 0
  • Register area: 0 um2
  • Flop count: 0
  • Finished Layout Cells: 392

Detailed routing
  • Via density: 3.66
  • Wire per inst: 11.4 um
  • Diode count: 0
  • Vias: 1436
  • First drt pass iteration count: 3
  • Antenna-violating nets left: 0
  • Final wirelength: 4480 um
  • Post-route DRC: 0
  • Initial DRC count: 27

Place
  • Detail Placement HPWL: 4120 um
  • DP Cell Count: 388
  • RD Place Congestion: 0.880
  • Port bufs: 96

Floorplan
  • Core area: 10300 um2
  • Die height: 123 um
  • I/O pins: 96
  • Die ar.: 15100 um2
  • Die width: 123 um
  • Row count: 37
  • Fp util: 11.5%

Power and ir drop
  • Total power: 0.180 mW
  • Peak supply drop: 0.0000274 V
  • Power Density: a little over 70 nW/um2
  • Leakage Power: between 1 and 1.5 nW

Hold path
  • Hold depth: 4
  • Hold path start: b[28]
  • Worst hold path class: input port to primary output
  • Hold Path End: sum[28]

Job
  • Max-cap check violation count: 0
  • Tool warnings: 35
-- critical path: cells and delay by family --
kind                       cells  cell delay, ns
adders and majority gates      4            0.89
buffers and inverters          3            1.06
AOI/OAI and AO/OA             13            2.35
and+or+nand+nor                2            0.43
-- where the power goes --
group	leakage [nW]	internal, mW	switching [mW]
clock	0	0	0
sequential	0	0	0
combinational	1.05	0.121	0.0591
total	1.05	0.121	0.0591
-- cells by family after synthesis --
group                    count (synthesis)  synth area share, %
AND-OR/OR-AND                           39                 24.6
XOR/XNOR                                18                 13.3
adder cells (fa/ha/maj)                 38                 42.7
buffers and inverters                    5                 1.58
AND/OR/NAND/NOR                         46                 17.8
-- area by class of cell --
cell class / instances / area [um2]
fill: 1108 / 7850
inverter: 5 / 18.8
multi-input combinational: 141 / 1210
tap: 136 / 170
timing repair buffer: 110 / 1080
-- repair_timing --
action | in CTS | in global routing
endpoints found under the hold margin | 0 | 0
pin swaps | 4 | 16
gates resized | 2 | 13
hold buffers | 0 | 0
endpoints found under the setup margin | 4 | 5
setup buffers | 1 | 3
-- per-layer routing --
metal	share of wire [%]	wire length, um	GRT usage, %	up-vias
li1	-	-	-	758
met1	46	2080	7.22	595
met2	34	1530	8.07	83
met3	20	874	3.93	0
met4	0	0	0	0
met5	0	0	0	-
-- worst max path at each step --
stage | start | endpoint | slack, ns | depth (start not counted)
4_1_cts | a[1] | sum[31] | 0.0008 | 22
5_1_grt | b[1] | sum[27] | 0.09 | 22
6_report | b[1] | sum[27] | 0.50 | 22
-- cells in the final DEF, fill, tap and decap left out, types with 3 or more instances in the layout --
cell,netlist,final
xor2_1,6,6
inv_1,5,5
nand3_1,6,6
o21a_1,5,5
clkdlybuf4s50_1,0,92
a21oi_1,9,7
fa_1,4,4
nor2_1,19,19
o31ai_1,3,3
xnor2_1,12,12
ha_1,34,32
dlymetal6s2s_1,0,4
o21ai_0,6,6
o211ai_1,3,3
nand2_1,7,7
nor3_1,4,3
buf_4,0,14
-- per-stage QoR --
| step | cell area (um2) | setup TNS [ns] | util (%) | worst slack (ns) |
|---|---|---|---|---|
| after floorplan | 1180 | 0 | - | 1.02 |
| after global placement | 2390 | -0.199 | 23.2 | -0.153 |
| after detailed placement | 2390 | -0.289 | 23.2 | -0.166 |
| after CTS | 2410 | 0 | 23.3 | 0.000806 |
| after global routing | 2480 | 0 | 24.0 | 0.0883 |
| final | 2480 | 0 | 24.0 | 0.504 |
Power figures rest on the tool's default switching activity, not on a simulated workload.
